==> flow/design.v <==
`timescale 1ns/100ps
module register #(parameter DATA_WIDTH = 8) (
    input wire clk,
    input wire rst_,   
    input wire en,
    input wire [DATA_WIDTH-1:0] data,
    output reg [DATA_WIDTH-1:0] out
);
always @(posedge clk or negedge rst_) begin
    if (!rst_) begin
        out <= 'b0;   
    end
    else if (en) begin
        out <= data;   
    end
end
endmodule
==> flow/run.sh <==
#!/bin/bash
# OpenROAD 26Q1-2900-gdf79404cd8, Yosys 0.63+post, stock flow scripts
make -C /OpenROAD-flow-scripts/flow DESIGN_CONFIG=/design/flow/config.mk WORK_HOME=/design/flow/orfs finish
==> flow/config.mk <==
export PLATFORM = sky130hd
export DESIGN_NAME = register
export DESIGN_NICKNAME = register
export VERILOG_FILES = /design/flow/design.v
export SDC_FILE = /design/flow/constraint.sdc
export NUM_CORES = 4
export LEC_CHECK = 1
export CORE_AREA = 10 10 70 70
export DIE_AREA = 0 0 80 80
==> flow/constraint.sdc <==
current_design register

set clk_period 1.1
set clk_io_pct 0.2

create_clock -name clk0 -period $clk_period [get_ports {clk}]

set non_clock_inputs [all_inputs -no_clocks]
set_input_delay [expr $clk_period * $clk_io_pct] -clock clk0 $non_clock_inputs
set_output_delay [expr $clk_period * $clk_io_pct] -clock clk0 [all_outputs]
==> CHANGELOG.md <==
### Physical design

- Status: finished, final reports clean
- Die area: between 6000 and 7000 um2
- 1st-iter DRT viols: 5
- Finish-stage setup viols: 0
- Avg Vias per Cell: around 2.6
- Slowest stage delay, CP: 380 ps
- Slew at the pin closest to its max-slew limit: 373 ps
- Dpl cells: 82
- Synthesized area: 332 um2
- Final cell count without fillers: 90
- Largest net degree at the start of global routing: 9
- Rows: 21
- FMAX: 957 MHz
- Synth cell types: 3
- GR peak layer: met1
- HP Class: input pin to asynchronous set/reset pin
- First-pass GRT wire length: 1.49 mm
- Gate Area: 120 um2
- OpenROAD warning count: 28
- Clock transition at path regs: 50 ps
- Detailed Place HPWL: just under 800 um
- Setup_tns: 0 ps
- Syn_area_per_cell: 19.5 um2
- Worst-path cell chain: clkdlybuf4s15_1
- Routed Wire Length: 942 um
- Post-synth seq share: 0.604
- RSZ-0062 raised after global routing: false
- Synth flops: 8
- CP top delay family: flip-flops
- Startpoint types: register
- Global route total overflow: 0
- YS chip area: 332 um2
- CTS tree: yes
- Floorplan core density: 0.0971
- Ant diodes: 0
- Final period utilization: 0.950
- Port bufs: 18
- Share of layout cells above drive strength 1: 0.409
- Main area contributors: dfrtp_1, mux2_4, buf_6
- Final hold slack: 249 ps
- Biggest register: out
- Root buffer cell: clkbuf_4
- Hold_buf cts: 0
- Pins Over Slew Limit: 0
- DRT antenna net count: 0
- Clock buffer depth: 2
- VDD IR max: roughly 0.48 mV
- Type of the worst setup path: register to primary output
- Initial antenna violation count: 0
- Final GP Congestion: 0.746
- Slowest CP cell: dfrtp_1
- Final hold violation count: 0
- Period minus WS final: 1040 ps
- M2 GR Usage: 0.0401
- Die height: 80 um
- Yosys top cell by area: dfrtp_1
- DRC: 0
- Number of global-route vias before repair: around 270
- WP data required: between 800 and 900 ps
- Num CTS Buffers: 3
- Worst Path Arrival: 820 ps
- Post-Synthesis Cells: 17
- Routing usage on met3: 0.0261
- Core footprint: 3420 um2
- Biggest regs: out: 8 flops
- Clock Skews: 0 ps
- Critical path endpoint category: primary output
- WP buf/inv: 1
- DR vias: around 230
- Wire per inst: 10.5 um
- Fillers: 384
- First-pass detailed-route iteration total: 2
- Max-cap viol count: 0
- Largest register FFs: 8
- CP Max Fanout: 2
- Ys cells: 17
- Slew Limit Headroom: 0.750
- Clk sink count: 8
- Yosys Warn Count: 1
- Total power draw: roughly 740 uW
- Met1 usage: 0.0411
- Area grow syn2layout: 94.7%
- Share of the synthesized area in the top cell type: 0.604
- I/O pins: 19
- Total Routing Usage GR: 0.0316
- Power Density: 1150 nW/um2
- Static Leakage: 0.287 nW
- Die width: 80 um
- H-tree Lvls: 1
- Clock latency (worst-skew pair): 250 ps
- FF/Latch Area: 200 um2
layout by cell type, fill, tap and decap left out:
cell type / n
buf_12: 1
clkbuf_4: 3
mux2_4: 8
clkdlybuf4s15_1: 8
buf_4: 6
clkdlybuf4s50_1: 10
dfrtp_1: 8
layout make-up:
cell class              count  area share
well taps                  46      0.0891
flip-flops and latches      8       0.310
multi-input cells           8       0.186
repair buffers             25       0.380
clock buffers               3      0.0349
final timing paths:
path,slack (ps),cells past startpoint,start,to
worst max-delay path,60,1,out[7]$_DFFE_PN0P_,out[7]
min in group clk0,520,1,out[0]$_DFFE_PN0P_,out[0]$_DFFE_PN0P_
worst max register to register,220,2,out[5]$_DFFE_PN0P_,out[5]$_DFFE_PN0P_
max in group asynchronous,580,1,rst_,out[0]$_DFFE_PN0P_
worst min-delay path,250,1,rst_,out[4]$_DFFE_PN0P_
worst min register to register,520,1,out[0]$_DFFE_PN0P_,out[0]$_DFFE_PN0P_
synth_stat cells, drive strengths merged:
cell type  number
dfrtp           8
buf             1
mux2            8
cell families (layout without fill, tap and decap cells):
family | count (synthesis) | in the layout | synth area share
buffers and inverters | 1 | 28 | 0.0340
DFF | 8 | 8 | 0.604
muxes | 8 | 8 | 0.362
report_power, final:
part           internal, mW  switching [mW]
sequential            0.324          0.0159
combinational         0.138          0.0385
clock                 0.125          0.0985
timing repair:
action                     in CTS  in global routing
buffers inserted                5                  0
gates resized                  15                  1
setup endpoints to repair       8                  1
pin swaps                       0                  0
stage by stage:
step	setup slack, ps	instance area (um2)	utilization
3_5_place_dp	-213	586	0.171
2_1_floorplan	338	332	-
5_1_grt	6.41	646	0.189
3_3_place_gp	-205	586	0.171
6_report	55.1	646	0.189
4_1_cts	0.120	644	0.189
per-layer routing:
metal,share of wire,routed length [um]
met2,0.38,357
met3,0.14,129
met1,0.48,455
met4,0,0
met5,0,0
Power and IR drop assume default switching activity.
