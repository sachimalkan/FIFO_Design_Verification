## flow/run.sh

```bash
#!/bin/bash
# OpenROAD 26Q1-2900-gdf79404cd8, Yosys 0.63+post, stock flow scripts
make -C /OpenROAD-flow-scripts/flow DESIGN_CONFIG=/design/flow/config.mk WORK_HOME=/design/flow/orfs finish
```

## flow/config.mk

```make
export PLATFORM = sky130hd
export DESIGN_NAME = sync_fifo
export DESIGN_NICKNAME = sync_fifo
export VERILOG_FILES = /design/flow/design.v
export SDC_FILE = /design/flow/constraint.sdc
export NUM_CORES = 4
export LEC_CHECK = 1
export CORE_UTILIZATION = 50
```

## flow/constraint.sdc

```tcl
current_design sync_fifo

set clk_period 5.4
set clk_io_pct 0.2

create_clock -name clk0 -period $clk_period [get_ports {clk}]

set non_clock_inputs [all_inputs -no_clocks]
set_input_delay [expr $clk_period * $clk_io_pct] -clock clk0 $non_clock_inputs
set_output_delay [expr $clk_period * $clk_io_pct] -clock clk0 [all_outputs]
```

## flow/design.v

```verilog
module sync_fifo #(parameter DATA_WIDTH=8, parameter DEPTH=16) (
    input   logic   clk,
    input   logic   rst_,
    input   logic   w_en,
    input   logic   r_en,
    input   logic   [DATA_WIDTH-1:0]  wr_data,
    output  logic   [DATA_WIDTH-1:0]  rd_data,
    output  logic   full,
    output  logic   empty
);
    reg [$clog2(DEPTH)-1:0] tail, head;
    reg [DATA_WIDTH-1:0] fifo[DEPTH];   
    assign full = ((tail + 1) % DEPTH == head);
    assign empty = (tail == head);
    always @(posedge clk) begin
        if (!rst_) begin
            tail <= 0;
            head <= 0;
            rd_data <= 0;
        end else begin
            if (w_en && !full) begin
                fifo[tail] <= wr_data;
                tail <= (tail + 1) % DEPTH;
            end
            if (r_en && !empty) begin
                rd_data <= fifo[head];
                head <= (head + 1) % DEPTH;
            end
        end
    end
endmodule
```

==> flow_summary.json <==
{
  "slew_headroom": 0.4498,
  "io_buffers": 21,
  "outcome": "finished, final reports clean",
  "synth_area_sq_mm": 0.005869,
  "die_w_um": 110.3,
  "h-tree-depth": 4,
  "rrSetupSlack_ns": 2.40,
  "grt_pass1_vias": 3062,
  "grt_antenna_before_repair": 0,
  "io_pins": 22,
  "setup_tns_ns": 0,
  "fp_util": 0.5140,
  "avgSynthCellArea_sq_um": 18.69,
  "gr-total-overflow": 0,
  "dr_total_vias": 2928,
  "critPathRequiredTime_ns": 4.32,
  "drtIter0Drc": 239,
  "area_growth_pct": 15.56,
  "first_pass_iters": 4,
  "die_y_um": 110.3,
  "cts.sinks": 144,
  "worst_pin_slew_ns": 0.8253,
  "min_from": "rd_data[4]",
  "warnings": 28,
  "r2r_start": "tail[2]",
  "hold_depth": 2,
  "start_kind": "register",
  "crit_arrival_ns": 2.33,
  "slew_violations": 0,
  "maxCapViolations": 0,
  "diodes": 0,
  "cts_tree": "yes",
  "synth_flop_count": 144,
  "track_usage": 0.2374,
  "total_power_mw": 3.020,
  "finalClockPeriodUsage": 0.6322,
  "grt_max_degree": 36,
  "cts_buffer_depth": 2,
  "cts_hold_buf": 0,
  "async_flop_share": 0,
  "grt_setup_unrepaired": "false",
  "viasPerCell": 5.856,
  "edf_count": 128,
  "setup_viol": 0,
  "place_congestion": 0.8592,
  "p_per_area_mw_per_mm2": 445.2,
  "synth.distinct_cells": 38,
  "cts_setup_buffers": 0,
  "drive_gt1_frac": 0.2325,
  "post_cts_resized": 0,
  "postSynthSeqShare": 0.7094,
  "p_leak_nw": 2.156,
  "hpwl_um": 7328,
  "ys_area_sq_mm": 0.005869,
  "hold_end": "rd_data[4]",
  "ant_nets": 0,
  "synth-cells-yosys": 314,
  "critPathKind": "reg2out",
  "core_sq_mm": 0.01142,
  "crit_fanout": 13,
  "cts_buffers": 17,
  "rr_endpoint": "fifo[5][4]",
  "clock_latency_ns": 0.41,
  "worst_setup_path_end_kind": "output pin",
  "clkTransAtPathRegs_ns": 0.05,
  "routed_wl_um": 11700,
  "wl_per_cell_um": 23.40,
  "drc": 0,
  "fmax_mhz": 292.9,
  "grt_pass1_wl_um": 17930,
  "ff_type": "edfxtp_1",
  "yosysWarningCount": 1,
  "vdd_drop_max_mv": 0.2941,
  "netlist_instances": 314,
  "die_area_sq_mm": 0.01218,
  "clock_skew_ns": 0.007008,
  "cts_root_buffer": "clkbuf_16",
  "fin_crit_ns": 3.414,
  "r2r_cells": 4,
  "whs_ns": 0.4560,
  "rows": 39,
  "hold_path.class": "reg2reg",
  "finalHoldViolations": 0
}
[worst max path at each step]
stage                    from  endpoint  slack, ns  depth (start not counted)
after CTS             tail[2]      full       1.98                          4
final                 tail[2]      full       1.99                          4
after global routing  tail[0]      full       1.86                          6
[routing by layer]
metal / vias to the layer above / track usage / share of wire
li1: 1330 / - / -
met1: 1465 / 0.4145 / 0.44
met2: 124 / 0.3101 / 0.44
met3: 9 / 0.1330 / 0.11
met4: 0 / 0.02538 / 0.011
met5: - / 0 / 0
[critical path, cell delays in order (launching register included)]
cell	delay (ns)
dfxtp_1	0.68
xnor3_1	0.50
and3_4	0.20
and2_1	0.15
clkdlybuf4s50_1	0.40
[cells in the mapped netlist (2+ instances only)]
cell type,instances,share of area
a21oi_1,13,0.011
and2_1,2,0.0021
buf_6,2,0.0038
buf_4,3,0.0038
xnor2_1,2,0.0030
mux4_2,29,0.11
nor2b_1,2,0.0021
nand3_1,2,0.0017
mux2i_1,4,0.0068
inv_1,4,0.0026
nand2b_1,4,0.0043
ha_1,5,0.011
nor4_2,4,0.0085
nor3_2,9,0.015
nor2_1,2,0.0013
nor3_1,3,0.0026
nand2_1,22,0.014
xor2_1,4,0.0060
mux4_1,3,0.013
buf_2,6,0.0051
a22o_1,16,0.024
clkbuf_1,6,0.0038
edfxtp_1,128,0.65
o21ai_1,9,0.0077
or3_1,2,0.0021
dfxtp_1,16,0.055
[power by group]
| group | total, mW | internal [mW] | switching, mW |
|---|---|---|---|
| sequential | 1.31 | 1.27 | 0.0385 |
| clock | 1.14 | 0.717 | 0.419 |
| combinational | 0.574 | 0.284 | 0.290 |
[sequential cells by signal (all words and copies together), names as in the netlist]
name,cells
fifo,128
rd_data,8
head,4
tail,4
[placed cells by master, fill, tap and decap left out, types with 2 or more instances in the layout]
cell type,n
clkinv_1,3
clkinvlp_4,2
and2_1,2
bufinv_16,3
nor3_1,3
a21oi_1,13
nand3_1,2
xor2_1,4
mux4_1,3
mux4_2,29
or3_1,2
edfxtp_1,128
dfxtp_1,15
clkbuf_16,17
buf_4,10
clkdlybuf4s50_1,21
clkbuf_1,2
nor3_2,9
clkinv_2,4
ha_1,5
o21ai_1,9
nor4_2,4
nor2_1,2
inv_1,4
nand2b_1,4
xnor2_1,2
mux2i_1,4
a22o_1,16
nor2b_1,2
nand2_1,22
[logic make-up (layout without fill, tap and decap cells)]
kind of cell	count (synthesis)	after routing	synth area share
flip-flops	144	144	0.7094
adder cells (fa/ha/maj)	5	5	0.01066
AND-OR/OR-AND	42	42	0.04988
XOR/XNOR	8	8	0.01556
AND/OR/NAND/NOR	55	55	0.05820
multiplexers	36	36	0.1315
buffers and inverters	24	67	0.02473
[stage by stage]
step           worst slack [ns]  utilization  std cells  area (sq um)
6_report                  1.986       0.5940        500          6783
5_1_grt                   1.864       0.5940        500          6783
4_1_cts                   1.978       0.5940        500          6783
2_1_floorplan             2.846            -        314          5869
3_3_place_gp              2.199       0.5434        468          6205
3_5_place_dp              2.158       0.5434        468          6205
[cell type report]
type	instances	area, sq um
fill	865	4636
multi-input combinational	146	1560
tap	143	178.9
inverter	4	15.01
clock buffer	19	432.9
timing repair buffer	31	285.3
sequential	144	4165
clock inverter	13	145.1
